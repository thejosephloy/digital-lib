==> ./design.v <==
module HalfAdder(a, b, cout, out);
   input wire a, b;
   output wire cout, out;
   assign out = a ^ b;
   assign cout = a & b;
endmodule  
module FullAdder(a, b, cin, cout, out);
   parameter n = 8;
   input wire [n-1:0] a, b;
   input wire	 cin;
   output wire	 cout;
   output wire [n-1:0] out;
   assign {cout, out} = a + b + cin;
endmodule  
module AddSub1(a, b, sub, ovf, out);
   parameter n = 8;
   input wire [n-1:0] a, b;
   input wire	 sub;
   output wire [n-1:0] out;
   output wire	  ovf;
   wire		  c1, c2;
   assign ovf = c1 ^ c2;
   FullAdder #(n-1) fa1(a[n-2:0], b[n-2:0] ^ {n-1{sub}}, sub, c1, out[n-2:0]);
   FullAdder #(1) fa2(a[n-1], b[n-1] ^ sub, c1, c2, out[n-1]);
endmodule  
module AddSub2(a, b, sub, ovf, out);
   parameter n = 8;
   input [n-1:0] a, b;
   input	 sub;
   output [n-1:0] out;
   output	  ovf;
   wire		  c1, c2;
   wire		  ovf = c1 ^ c2;
   assign {c1, out[n-2:0]} = a[n-2:0] + (b[n-2:0] ^ {n-1{sub}}) + sub;
   assign {c2, out[n-1]} = a[n-1] + (b[n-1] ^ sub) + c1;
endmodule  
module Mul4(a, b, p);
   input wire [3:0] a, b;
   output wire [7:0]	p;
   wire [3:0] pp0 = a & {4{b[0]}} ;
   wire [3:0] pp1 = a & {4{b[1]}} ;
   wire [3:0] pp2 = a & {4{b[2]}} ;
   wire [3:0] pp3 = a & {4{b[3]}} ;
   wire	      cout1, cout2, cout3 ;
   wire [3:0] s1, s2, s3;
   FullAdder #(4) a1(pp1, {1'b0, pp0[3:1]}, 1'b0, cout1, s1);
   FullAdder #(4) a2(pp2, {cout1, s1[3:1]}, 1'b0, cout2, s2);
   FullAdder #(4) a3(pp3, {cout2, s2[3:1]}, 1'b0, cout3, s3);
   assign p = {cout3, s3, s2[0], s1[0], pp0[0]};
endmodule  
==> ./run.sh <==
#!/bin/bash
# OpenROAD 26Q1-2900-gdf79404cd8, Yosys 0.63+post, stock flow scripts
make -C /OpenROAD-flow-scripts/flow DESIGN_CONFIG=/design/flow/config.mk WORK_HOME=/design/flow/orfs finish
==> ./config.mk <==
export PLATFORM = sky130hd
export DESIGN_NAME = AddSub1
export DESIGN_NICKNAME = AddSub1
export VERILOG_FILES = /design/flow/design.v
export SDC_FILE = /design/flow/constraint.sdc
export NUM_CORES = 4
export LEC_CHECK = 1
export CORE_AREA = 10 10 70 70
export DIE_AREA = 0 0 80 80
export SYNTH_HDL_FRONTEND = slang
==> ./constraint.sdc <==
current_design AddSub1

set clk_period 5.3
set clk_io_pct 0.2

create_clock -name clk0 -period $clk_period

set non_clock_inputs [all_inputs -no_clocks]
set_input_delay [expr $clk_period * $clk_io_pct] -clock clk0 $non_clock_inputs
set_output_delay [expr $clk_period * $clk_io_pct] -clock clk0 [all_outputs]
==> Slide: Implementation Results <==
Key Metrics from the Run

Run status
  • Status: finished, final reports clean

Timing
  • Slew headroom: 0.7711
  • Setup repair after global routing missed its margin: no
  • Min Clock Period, post-route: ~5 ns
  • Setup tns final: 0 ns
  • Maximum clock rate: between 150 and 200 MHz
  • Post-layout worst setup margin: 0.2950 ns
  • Period utilisation layout: 0.9443
  • Finish-stage setup viols: 0
  • Worst slew pin tran: roughly 0.34 ns
  • Final tally of hold violations: 0
  • Max-slew violation total from the final report: 0

Critical path
  • Critical path class: input port to output pin
  • Endpoint type of the worst setup path: output pin
  • Data arrival time of the worst path: 3.95 ns
  • Max Fanout on Critical Path: 6
  • Data required time at the worst endpoint: ~4.2 ns
  • Kind of start point of the critical path: input port

Cells and area
  • Core utilization of the finished layout: 0.2125
  • Share of post-route cells with drive strength above 1: 0.02597
  • Clock buffer count: 0
  • Most common logic cells in the final layout: sky130_fd_sc_hd__clkdlybuf4s50_1, sky130_fd_sc_hd__xor2_1, sky130_fd_sc_hd__inv_1
  • Dominant logic cell type in the layout: sky130_fd_sc_hd__clkdlybuf4s50_1
  • Synthesis-to-layout area growth: 73.13%
  • Flops: 0
  • Flop area: 0 µm²

Logic synthesis
  • Area of the synthesized netlist per yosys stat: around 420 µm²
  • Share of synthesized cell area in and, or, nand and nor gates: 0.1403
  • AND-OR/OR-AND Cells, Area Fraction: 0.1910
  • Fraction of synthesized area in multiplexers: 0.03582
  • FA/HA/MAJ Cells, Area Fraction: 0.2746
  • Total cells reported by yosys after synthesis: around 52
  • XOR/XNOR Area Share: 0.2507
  • Cell types with the largest area share after synthesis: sky130_fd_sc_hd__xor2_1, sky130_fd_sc_hd__ha_1, sky130_fd_sc_hd__fa_1, sky130_fd_sc_hd__inv_1, sky130_fd_sc_hd__nor3_1
  • Cell area after synthesis: 419.2 µm²
  • Average cell area after synthesis: just over 8 µm²
  • Combinational family with the most area after synthesis: adder cells
  • Number of unique standard cell types used by synthesis: 22
  • Synth Seq Share: 0
  • Instance tally after logic synthesis: between 50 and 60
  • Proportion of netlist area held by the largest area contributor: 0.2090
  • Cell taking the most area after synthesis: sky130_fd_sc_hd__xor2_1
  • Count of yosys warnings during synthesis: 0

Floorplan
  • Die area: about 0.0064 mm²
  • Starting density of the core: 0.1227
  • Overall die width: ~80 µm
  • Chip Height: 80 µm
  • Area of the core region: approximately 0.0034 mm²
  • Core Rows: 21
  • # IOs: 26

Pwr
  • Combinational group share of total power: 1.000
  • Sw frac: 0.3589
  • Clk network pwr share: 0
  • Power Total: 0.0001066 W
  • Net switching power of the design: between 0.00003 and 0.00004 W
  • Power per standard cell area: roughly 150 mW/mm²
  • Reg power frac: 0
  • Worst supply voltage drop on vdd: 0.03738 mV
  • P_leak: roughly 0.3 nW
  • Internal cell power: slightly below 0.00007 W

Global route
  • Overall global routing resource usage: 0.03769
  • Pin count of the biggest net entering global routing: 7
  • First-pass GRT wire length: around 2000 µm
  • Initial antenna violation count: 0
  • Remaining Overflow, GRT: 0
  • Number of global-route vias before repair: ~420

Clock network
  • Resized cells post-CTS: 0
  • Post-CTS Repair Setup Buffers: 0
  • Hold_buf cts: 0

Placed design
  • Number of buffers inserted by port buffering: 26
  • Worst-case setup slack after placement: around 0.27 ns
  • Dpl hpwl: 1153 µm
  • Gp weighted congestion: 0.7237

Routing
  • Final routed wirelength across all metal layers: 1239 µm
  • Via count of the routed design: 443
  • Routed wirelength normalized by instance count: 10.07 µm
  • ANT cells: 0
  • Post-route ant nets: 0
  • DR pass1 iterations: 3
  • Starting DRT DRC Count: 2
  • Routed vias/inst: roughly 3.6
  • DRC errors left: 0

Hold path
  • Class of the worst hold path: input port to output pin

Job
  • Max-cap check violation count: 0
  • Number of warnings in the stage logs: 32
synthesized netlist by cell type:
cell type and n:
sky130_fd_sc_hd__a2111o_1 1, sky130_fd_sc_hd__o311ai_0 1, sky130_fd_sc_hd__ha_1 6, sky130_fd_sc_hd__o41a_1 1, sky130_fd_sc_hd__xor2_1 10, sky130_fd_sc_hd__nor2_1 2
sky130_fd_sc_hd__inv_1 7, sky130_fd_sc_hd__o21a_1 2, sky130_fd_sc_hd__nand2b_1 1, sky130_fd_sc_hd__nand2_1 2, sky130_fd_sc_hd__a31oi_1 1, sky130_fd_sc_hd__nor3_1 4
sky130_fd_sc_hd__a311oi_1 1, sky130_fd_sc_hd__nand3_1 1, sky130_fd_sc_hd__mux2_4 1, sky130_fd_sc_hd__buf_4 1, sky130_fd_sc_hd__buf_6 1, sky130_fd_sc_hd__xnor2_1 2
sky130_fd_sc_hd__o2111ai_1 1, sky130_fd_sc_hd__nor2b_1 2, sky130_fd_sc_hd__fa_1 2, sky130_fd_sc_hd__a21oi_1 2
final cells by class:
cell class	count	area (µm²)
fill	393	2690
timing repair buffer	27	267.8
tap	46	57.56
multi-input combinational	43	374.1
inverter	7	26.28
logic make-up (layout without fill, tap and decap cells):
| kind of cell | count (synthesis) | count (layout) |
|---|---|---|
| compound gates | 10 | 10 |
| xor+xnor | 12 | 12 |
| mux | 1 | 1 |
| buf+inv | 9 | 34 |
| fa+ha+maj | 8 | 8 |
| simple gates | 12 | 12 |
metal layers:
metal	share of wire	track usage	wire (µm)	vias to the layer above
met4	0	0	0	0
li1	-	-	-	234
met1	0.54	0.05692	668	194
met2	0.37	0.05377	461	15
met5	0	0	0	-
met3	0.088	0.01136	109	0
power by group through the flow:
stage	sequential, W	combinational, W	clock, W
after global routing	0	0.000122	0
after CTS	0	0.000110	0
final	0	0.000107	0
path summary, 6_finish.rpt:
| check | startpoint | endpoint | cells after the start |
|---|---|---|---|
| worst min-delay path | a[0] | out[0] | 3 |
| worst max-delay path | sub | out[7] | 9 |
per-stage QoR:
stage          std cells  hold slack (ns)  cell area (µm²)
5_1_grt              123            3.125            725.7
2_1_floorplan         52            2.145            419.2
4_1_cts              123            3.096            725.7
6_report             123            3.082            725.7
3_5_place_dp         123            3.093            725.7
3_3_place_gp         123            3.091            725.7
worst max-delay path, cell delays in order:
cell and delay, ns:
sky130_fd_sc_hd__clkdlybuf4s50_1 0.54, sky130_fd_sc_hd__xor2_1 0.22, sky130_fd_sc_hd__ha_1 0.36, sky130_fd_sc_hd__a2111o_1 0.38, sky130_fd_sc_hd__a31oi_1 0.19, sky130_fd_sc_hd__o41a_1 0.25, sky130_fd_sc_hd__fa_1 0.43, sky130_fd_sc_hd__inv_1 0.06
sky130_fd_sc_hd__clkdlybuf4s50_1 0.45
Power and IR drop assume default switching activity.
