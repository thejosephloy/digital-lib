===== config.mk =====
export PLATFORM = sky130hd
export DESIGN_NAME = Enc164
export DESIGN_NICKNAME = Enc164
export VERILOG_FILES = /design/flow/design.v
export SDC_FILE = /design/flow/constraint.sdc
export NUM_CORES = 4
export LEC_CHECK = 1
export CORE_AREA = 10 10 70 70
export DIE_AREA = 0 0 80 80
export SYNTH_HDL_FRONTEND = slang

===== constraint.sdc =====
current_design Enc164

set clk_period 1.0
set clk_io_pct 0.2

create_clock -name clk0 -period $clk_period

set non_clock_inputs [all_inputs -no_clocks]
set_input_delay [expr $clk_period * $clk_io_pct] -clock clk0 $non_clock_inputs
set_output_delay [expr $clk_period * $clk_io_pct] -clock clk0 [all_outputs]

===== design.v =====
`timescale 1ns / 1ps
module  Dec(a, b) ;
    parameter n = 2 ;
    parameter m = 4 ;
    input [n-1:0] a ;
    output [m-1:0] b ; 
    wire [m-1:0] b = 1<<a ;
endmodule
module Mux3(a2, a1, a0, s, b) ;
    parameter k = 1 ;
    input[k-1:0] a0, a1, a2 ;  
    input[2:0] s ;  
    output[k-1:0] b;
    wire [k-1:0] b =  ({k{s[0]}} & a0) |
                      ({k{s[1]}} & a1) |
                      ({k{s[2]}} & a2) ; 
endmodule
module Muxb3(a2, a1, a0, sb, b) ;
    parameter k = 1 ;
    input[k-1:0] a0, a1, a2 ;  
    input[1:0] sb ;  
    output[k-1:0] b;
    wire [3:0] s ;
    Dec #(2, 3) d(sb, s) ;
    Mux3 #(k) m(a2, a1, a0, s, b) ;
endmodule
module Mux6a(a5, a4, a3, a2, a1, a0, s, b) ;
    parameter k = 1 ;
    input [k-1:0] a0, a1, a2, a3, a4, a5  ;  
    input [5:0] s ;  
    output [k-1:0] b;
    wire [k-1:0] ba, bb ;
    wire [k-1:0] b = ba | bb ;
    Mux3 #(k) ma(a2, a1, a0, s[2:0], ba) ;
    Mux3 #(k) mb(a5, a4, a3, s[5:3], bb) ;
endmodule
module Enc42(a, b) ;
    input [3:0] a ;    
    output [1:0] b ;
    wire [1:0] b = {a[3] | a[2], a[3] | a[1]} ;
endmodule
module Enc42a(a, b, c) ;
    input [3:0] a ;
    output [1:0] b ;
    output c ;
    wire [1:0] b = {a[3] | a[2], a[3] | a[1]} ;
    wire c = |a ;
endmodule
module Enc164(a, b) ;
    input [15:0] a ;
    output [3:0] b ;
    wire [3:0] b ;
    wire [7:0] c ; 
    wire [3:0] d ; 
    Enc42a e0(a[3:0], c[1:0], d[0]) ;
    Enc42a e1(a[7:4], c[3:2], d[1]) ;
    Enc42a e2(a[11:8], c[5:4], d[2]) ;
    Enc42a e3(a[15:12], c[7:6], d[3]) ;
    Enc42 e4(d[3:0], b[3:2]) ;
    assign b[1] = c[1] | c[3] | c[5] | c[7] ;
    assign b[0] = c[0] | c[2] | c[4] | c[6] ;
endmodule
module Arb(r, g) ; 
    parameter n = 8 ;
    input [n-1:0] r ;
    output [n-1:0] g ;
    wire [n-1:0] c = {(~r[n-2:0] & c[n-2:0]), 1'b1} ;
    wire [n-1:0] g = r & c ; 
endmodule
module RArb(r, g) ;
    parameter n = 8 ;
    input [n-1:0] r ;
    output [n-1:0] g ;
    wire [n-1:0] c = {1'b1, (~r[n-1:1] & c[n-1:1])} ;
    wire [n-1:0] g = r & c ;
endmodule 
module EqComp(a, b, eq) ;
    parameter k = 8 ;
    input [k-1:0] a, b ;
    output eq ;
    wire eq = (a == b) ;
endmodule
module MagComp(a, b, gt) ;
    parameter k = 8 ;
    input [k-1:0] a, b; 
    output gt ;
    wire [k-1:0] eqi = a ~^ b ;
    wire [k-1:0] gti = a & ~b ; 
    wire [k:0] gtb = {((eqi[k-1:0] & gtb[k-1:0]) | gti[k-1:0]), 1'b0} ;
    wire gt = gtb[k] ;
endmodule

===== run.sh =====
#!/bin/bash
# OpenROAD 26Q1-2900-gdf79404cd8, Yosys 0.63+post, stock flow scripts
make -C /OpenROAD-flow-scripts/flow DESIGN_CONFIG=/design/flow/config.mk WORK_HOME=/design/flow/orfs finish

==> results_slide.txt <==
Implementation Results

Outcome
  – Run status: finished, final reports clean

Global routing
  – GRT Total Usage: 0.0157
  – GR Overflow Total: 0
  – Vias in the first global route: 169
  – First-pass GRT wire length: 828 µm
  – Largest net degree at the start of global routing: 4
  – Initial antenna violation count: 0

Run
  – Max Cap Violations: 0
  – Tool warnings: 34

Final layout
  – Clkbuf count: 0
  – Layout cells sized above 1: 0.833
  – Final Cell Area: around 340 µm²
  – Sequential Area: 0 µm²
  – Flop count: 0
  – Area delta synth->final: 429%
  – Finished Layout Cells: ~76
  – Commonest Layout Cell: buf_2
  – Most common logic cells in the final layout: buf_2 (9), buf_6 (6), nor4_2 (4), nand2_1 (4), nor4_4 (3)

Timing
  – RSZ-0062 raised after global routing: yes
  – Fmax: 1010 MHz
  – Setup tns final: 0 ns
  – Slew Limit Fails: 0
  – Worst slew margin: 0.845
  – # setup viols final: 0
  – Tmin final: a little under 1 ns
  – Final hold violations: 0
  – Worst Tran Pin Value: 0.230 ns
  – Final Cycle Share: 0.994

Placement
  – Placed Area: 313 µm²
  – GP Congestion: 0.840
  – Port Buffers: 19
  – # placed instances: 76
  – DP HPWL: 503 µm

Route
  – WL met1: ~360 µm
  – Vias: about 180
  – Overall routed net length: about 650 µm
  – Drt pass-1 iters: 1
  – Vias per inst: around 2.4
  – DRC viols: 0
  – Drt initial violations: 0
  – Routed len/inst: roughly 8.5 µm
  – Top layer in use: met3
  – Antenna Cells: 0
  – Met2 Wirelength: 207 µm
  – Antenna-violating nets left: 0
  – Metal3 WL: about 85 µm

Floorplan
  – IO Pins: 20
  – Core ar.: ~3400 µm²
  – FP Rows: 21
  – Die ar.: 6400 µm²
  – Chip height: 80 µm
  – Floorplan utilization: 0.0190
  – Die Wd: 80 µm

Setup path
  – CP Data Arrival Time: 0.79 ns
  – Worst-path fanout max: 3
  – CP peak stage delay: between 0.2 and 0.3 ns
  – Critical path class: input port to output port
  – CP Launch Type: input port
  – CP Capture Type: output port
  – CP cell instances: buf_8 -> nor4_4 -> nand2_1 -> buf_2
  – Max stage delay cell, worst path: nor4_4
  – Worst EP required: 0.80 ns

Yosys
  – Cell Type Count: 3
  – Cell type with the largest total area: nor4_1
  – Ys cells: 11
  – Post-synth area from yosys stat: 65.1 µm²
  – Synth Seq Share: 0
  – Post-Syn Instances: 11
  – Synthesized cell area: 65.1 µm²
  – Syn Area/Cell: between 5 and 6 µm²
  – Synth Warn #: 0
  – Synth area leaders: nor4_1 (58%), nand2_1 (23%), nor4_2 (19%)
  – Max-area cell share: 0.577

Pwr
  – Power Density: 268 nW/µm²
  – Static Leak: approximately 0.1 nW
  – Total power: 0.0923 mW
  – Max VDD drop: 30.9 µV

Clocking
  – Postcts setup bufs: 0
  – Post-CTS Hold Fix Bufs: 0

Min path
  – HP Class: input port to output port
## cell usage after synthesis (all sizes together)
| master | n |
|---|---|
| nand2 | 4 |
| nor4 | 7 |
## power breakdown
group | switching [mW] | internal, mW
Sequential | 0 | 0
Combinational | 0.0373 | 0.0550
Clock | 0 | 0
Total | 0.0373 | 0.0550
## logic make-up after synthesis
logic type	Yosys count	synth area share
simple gates	11	1.00
## layer usage
layer,GRT usage,up-vias
met5,0,-
met4,0,0
met3,0.00682,0
met2,0.0193,18
met1,0.0250,79
li1,-,85
## area by class of cell
cell class / instances / area, µm²
fillers: 393 / 3070
multi-input cells: 11 / 129
well taps: 46 / 57.6
repair buffers: 19 / 158
## through the flow
stage	utilization	hold WS [ns]	worst slack (ns)
global placement	0.0916	1.41	-0.663
floorplan	-	0.444	0.290
CTS	0.0802	0.642	0.00146
finish	0.101	0.635	0.00557
global route	0.101	0.671	-0.0737
detailed placement	0.0916	1.41	-0.675
## path summary, 6_finish.rpt
check	slack (ns)	cells past startpoint	endpoint	startpoint
max	0.006	4	b[3]	a[15]
min	0.64	4	b[2]	a[4]
## critical path, delay by kind of cell
kind | cells | cell delay [ns]
buffers and inverters | 2 | 0.23
AND/OR/NAND/NOR | 2 | 0.37
## what timing repair did
action                                  4_1_cts  5_1_grt
pin swaps                                    11        7
endpoints found under the setup margin        4        4
gates resized                                72       19
No activity file was given, so power comes from the tool's default toggle rates.
